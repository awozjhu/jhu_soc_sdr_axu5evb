[design/flow/run.sh]
#!/bin/bash
# OpenROAD 26Q1-2900-gdf79404cd8, Yosys 0.63+post, stock flow scripts
make -C /OpenROAD-flow-scripts/flow DESIGN_CONFIG=/design/flow/config.mk WORK_HOME=/design/flow/orfs finish
[design/flow/config.mk]
export PLATFORM = sky130hd
export DESIGN_NAME = diff_decoder
export DESIGN_NICKNAME = diff_decoder
export VERILOG_FILES = /design/flow/design.v
export SDC_FILE = /design/flow/constraint.sdc
export NUM_CORES = 4
export LEC_CHECK = 1
export CORE_UTILIZATION = 40
export SYNTH_HDL_FRONTEND = slang
[design/flow/constraint.sdc]
current_design diff_decoder

set clk_period 26.4
set clk_io_pct 0.2

create_clock -name clk0 -period $clk_period [get_ports {clk_bb}]
create_clock -name clk1 -period $clk_period [get_ports {s_axi_aclk}]

set non_clock_inputs [all_inputs -no_clocks]
set_input_delay [expr $clk_period * $clk_io_pct] -clock clk0 $non_clock_inputs
set_output_delay [expr $clk_period * $clk_io_pct] -clock clk0 [all_outputs]
[design/flow/design.v]
`timescale 1ns/1ps
module diff_decoder #(
  parameter logic signed [15:0] ONE_Q15 = 16'sd32767    
)(
  input  logic clk_bb,
  input  logic rst_n,
  input  logic        in_valid,
  output logic        in_ready,
  input  logic [31:0] in_data,      
  input  logic        in_last,
  output logic        out_valid,
  input  logic        out_ready,
  output logic [31:0] out_data,     
  output logic        out_last,
  input  logic        s_axi_aclk,
  input  logic        s_axi_aresetn,
  input  logic [7:0]  s_axi_awaddr,
  input  logic        s_axi_awvalid,
  output logic        s_axi_awready,
  input  logic [31:0] s_axi_wdata,
  input  logic [3:0]  s_axi_wstrb,
  input  logic        s_axi_wvalid,
  output logic        s_axi_wready,
  output logic [1:0]  s_axi_bresp,
  output logic        s_axi_bvalid,
  input  logic        s_axi_bready,
  input  logic [7:0]  s_axi_araddr,
  input  logic        s_axi_arvalid,
  output logic        s_axi_arready,
  output logic [31:0] s_axi_rdata,
  output logic [1:0]  s_axi_rresp,
  output logic        s_axi_rvalid,
  input  logic        s_axi_rready
);
  typedef logic signed [15:0] iq16_t;
  typedef logic signed [31:0] i32_t;
  typedef logic signed [32:0] i33_t;
  localparam i33_t ROUND_CONST = 33'sd16384;  
  logic        ctrl_enable;
  logic        ctrl_sw_reset;        
  logic [2:0]  ctrl_mode;            
  logic        st_running;           
  logic [7:0]  awaddr_hold;
  logic        have_write;
  logic        do_write;
  logic [7:0]  araddr_hold;
  logic        do_read;
  always_ff @(posedge s_axi_aclk or negedge s_axi_aresetn) begin
    if (!s_axi_aresetn) begin
      s_axi_awready   <= 1'b1;
      s_axi_wready    <= 1'b1;
      s_axi_bvalid    <= 1'b0;
      s_axi_bresp     <= 2'b00;
      awaddr_hold     <= 8'h00;
      have_write      <= 1'b0;
      s_axi_arready   <= 1'b1;
      s_axi_rvalid    <= 1'b0;
      s_axi_rresp     <= 2'b00;
      s_axi_rdata     <= 32'h0;
      araddr_hold     <= 8'h00;
      ctrl_enable     <= 1'b0;
      ctrl_sw_reset   <= 1'b0;
      ctrl_mode       <= 3'd1;    
      st_running      <= 1'b0;
    end else begin
      if (s_axi_awvalid) awaddr_hold <= s_axi_awaddr;
      have_write <= s_axi_awvalid & s_axi_wvalid & ~s_axi_bvalid;
      do_write   <= have_write;  
      if (do_write) begin
        unique case (awaddr_hold[7:2])
          6'h00: begin  
            if (s_axi_wstrb[0]) begin
              ctrl_enable   <= s_axi_wdata[0];
              ctrl_sw_reset <= s_axi_wdata[2];   
              ctrl_mode     <= s_axi_wdata[6:4];
            end
          end
          6'h01: begin  
            if (s_axi_wstrb[0]) begin
              if (s_axi_wdata[0]) st_running <= 1'b0;
            end
          end
          default: ;
        endcase
        s_axi_bvalid <= 1'b1;
        s_axi_bresp  <= 2'b00;
      end else if (s_axi_bvalid && s_axi_bready) begin
        s_axi_bvalid <= 1'b0;
      end
      do_read <= s_axi_arvalid & ~s_axi_rvalid;
      if (do_read) begin
        araddr_hold <= s_axi_araddr;
        unique case (s_axi_araddr[7:2])
          6'h00: s_axi_rdata <= {25'd0, ctrl_mode, 1'b0, ctrl_sw_reset, 1'b0, ctrl_enable};
          6'h01: s_axi_rdata <= {31'd0, st_running};
          default: s_axi_rdata <= 32'h0000_0000;
        endcase
        s_axi_rresp  <= 2'b00;
        s_axi_rvalid <= 1'b1;
      end else if (s_axi_rvalid && s_axi_rready) begin
        s_axi_rvalid <= 1'b0;
      end
      if (ctrl_sw_reset) ctrl_sw_reset <= 1'b0;
    end
  end
  iq16_t prev_I;
  iq16_t prev_Q;
  iq16_t y_I_in;
  iq16_t y_Q_in;
  assign y_I_in = in_data[31:16];
  assign y_Q_in = in_data[15:0];
  logic y_is_p1, y_is_m1, y_is_pj, y_is_mj;
  always_comb begin
    y_is_p1 = (y_I_in ==  ONE_Q15) && (y_Q_in == 16'sd0);
    y_is_m1 = (y_I_in == -ONE_Q15) && (y_Q_in == 16'sd0);
    y_is_pj = (y_I_in == 16'sd0)    && (y_Q_in ==  ONE_Q15);
    y_is_mj = (y_I_in == 16'sd0)    && (y_Q_in == -ONE_Q15);
  end
  i32_t p_yI_prevI;
  i32_t p_yQ_prevQ;
  i32_t p_yQ_prevI;
  i32_t p_yI_prevQ;
  i33_t acc_re;
  i33_t acc_im;
  i33_t acc_re_rnd;
  i33_t acc_im_rnd;
  logic signed [16:0] d_re_17;
  logic signed [16:0] d_im_17;
  iq16_t d_I_generic;
  iq16_t d_Q_generic;
  always_comb begin
    p_yI_prevI = $signed(y_I_in) * $signed(prev_I);
    p_yQ_prevQ = $signed(y_Q_in) * $signed(prev_Q);
    p_yQ_prevI = $signed(y_Q_in) * $signed(prev_I);
    p_yI_prevQ = $signed(y_I_in) * $signed(prev_Q);
    acc_re = $signed(p_yI_prevI) + $signed(p_yQ_prevQ);
    acc_im = $signed(p_yQ_prevI) - $signed(p_yI_prevQ);
    acc_re_rnd = acc_re + (acc_re[32] ? -ROUND_CONST : ROUND_CONST);
    acc_im_rnd = acc_im + (acc_im[32] ? -ROUND_CONST : ROUND_CONST);
    d_re_17 = acc_re_rnd >>> 15;
    d_im_17 = acc_im_rnd >>> 15;
    if (d_re_17 > 17'sd32767)       d_I_generic = 16'sd32767;
    else if (d_re_17 < -17'sd32768) d_I_generic = -16'sd32768;
    else                            d_I_generic = d_re_17[15:0];
    if (d_im_17 > 17'sd32767)       d_Q_generic = 16'sd32767;
    else if (d_im_17 < -17'sd32768) d_Q_generic = -16'sd32768;
    else                            d_Q_generic = d_im_17[15:0];
  end
  iq16_t d_I_fast;
  iq16_t d_Q_fast;
  logic  use_fast;
  always_comb begin
    use_fast = (y_is_p1 | y_is_m1 | y_is_pj | y_is_mj);
    d_I_fast = prev_I;  
    d_Q_fast = prev_Q;
    if (y_is_p1) begin
      d_I_fast =  prev_I;
      d_Q_fast = -prev_Q;
    end else if (y_is_m1) begin
      d_I_fast = -prev_I;
      d_Q_fast =  prev_Q;
    end else if (y_is_pj) begin
      d_I_fast =  prev_Q;
      d_Q_fast =  prev_I;
    end else if (y_is_mj) begin
      d_I_fast = -prev_Q;
      d_Q_fast = -prev_I;
    end
  end
  iq16_t hold_I;
  iq16_t hold_Q;
  logic  hold_last;
  logic  hold_valid;
  iq16_t latched_yI;
  iq16_t latched_yQ;
  assign in_ready  = ctrl_enable & (~hold_valid);
  assign out_valid = hold_valid;
  assign out_data  = {hold_I, hold_Q};
  assign out_last  = hold_last;
  always_ff @(posedge clk_bb or negedge rst_n) begin
    if (!rst_n) begin
      prev_I      <= ONE_Q15;   
      prev_Q      <= 16'sd0;
      hold_I      <= '0;
      hold_Q      <= '0;
      hold_last   <= 1'b0;
      hold_valid  <= 1'b0;
      latched_yI  <= 16'sd0;
      latched_yQ  <= 16'sd0;
      st_running  <= 1'b0;
    end else begin
      if (ctrl_sw_reset) begin
        prev_I     <= ONE_Q15;
        prev_Q     <= 16'sd0;
        hold_valid <= 1'b0;
      end
      if (in_valid && in_ready) begin
        if (use_fast) begin
          hold_I <= d_I_fast;
          hold_Q <= d_Q_fast;
        end else begin
          hold_I <= d_I_generic;
          hold_Q <= d_Q_generic;
        end
        hold_last  <= in_last;
        hold_valid <= 1'b1;
        latched_yI <= y_I_in;
        latched_yQ <= y_Q_in;
      end
      if (hold_valid && out_ready) begin
        hold_valid <= 1'b0;
        prev_I     <= latched_yI;
        prev_Q     <= latched_yQ;
        st_running <= 1'b1;
      end
    end
  end
  // synopsys translate_off
  initial begin
    assert(ONE_Q15 == 16'sd32767) else $error("ONE_Q15 must be 32767 (Q1.15 +1.0)");
  end
  // synopsys translate_on
endmodule
==> results.txt <==
Main metrics from the flow reports.

The total clock sinks is 119. The number of setup buffers added after CTS is 0. The portion of the post-synthesis area used by sequential elements came out at 6.20%. The wire-length estimate of the detail-placed layout is 97,800 um.

Note that the worst hold path type here is reg2reg. Port buffering added 102 buffers. Per the synthesis report, the single largest cell type by area occupies 48.4% of cell area. The number of warnings reported in the yosys synthesis log came out at 5. The setup path with the least slack is of type in2reg.

STA classifies the critical path startpoint as an input pin. The number of global-route vias before repair is 37,000. The core footprint is 120,000 sq um.

Setup repair after global routing left no endpoint under its margin. The routed wire length per instance came out at 19.0 um. The number of gates given a new drive strength after cts is 0.

The first routing iteration left ~1,800 violations. By count the netlist is led by 1,280 x sky130_fd_sc_hd__inv_1, 1,173 x sky130_fd_sc_hd__fa_1, 681 x sky130_fd_sc_hd__nand2_1, 507 x sky130_fd_sc_hd__and2_1, 327 x sky130_fd_sc_hd__ha_1. TritonCTS built the clock tree.

The cell count after synthesis is 5,361. Routability-driven placement finished with a final weighted congestion of 0.932. The final tally of max-slew violations came out at 0.

Endpoints with negative setup slack in the final report add up to 0. The cell type of the slowest stage on the worst timing path is sky130_fd_sc_hd__a31oi_1. The worst stage delay on the critical path is about 0.74 ns.

The arrival time of data at the critical path endpoint is between 15 and 20 ns. Hold repair after CTS inserted 0 buffers. The first-pass detailed-route iteration total is 6. The die height is 350 um. The total cell area reported by yosys after synthesis is 48,500 sq um. The top-level I/O count is 172. The initial antenna violation count came to 1.

The combined area of the multi-input logic cells came out at 39,400 sq um. Counting distinct cell types in the post-synthesis netlist gives between 90 and 100. The slew at the pin closest to its max-slew limit came out at 0.909 ns.

The most frequent cell on the critical path is sky130_fd_sc_hd__fa_1. The clock skew is around 0.011 ns. The number of core rows came out at 127. The hold violation count in the final report is 0.

In the post-synthesis netlist, the biggest area contributors are sky130_fd_sc_hd__fa_1 48%, sky130_fd_sc_hd__inv_1 9.9%, sky130_fd_sc_hd__ha_1 8.4%. In the routed design, unresolved DRC markers number 0. Hold analysis shows the worst path with a depth of 0. Dividing the detail-routed via count by the number of cells gives 5.01. The largest net degree at the start of global routing came out at 65. Per the run report, area growth between synthesis and finish was 5.59%. The clock-pin transition on the worst setup and hold timing paths is 0.07 ns. Post-synth the commonest register cell is sky130_fd_sc_hd__dfrtp_1. The async set or reset register ratio after synthesis came out at 98.3%. The max-cap check violation count came out at 0.

The area of the chip is 123,000 sq um. The detailed router placed 34,500 vias in this run. The flow ran to the end, and the final reports show no timing, DRC or antenna violations.

After synthesis, the mean cell area works out to 9.05 sq um. In this run, synthesis produced a sequential element count of between 100 and 150. Warnings raised by the tools during the run amount to 62. The final total negative setup slack is 0 ns. Summed over all layers, the routed wires come to 131,000 um.

The overflow left after global routing is 0. Per the final layout report, the fraction of cells sized above drive strength 1 comes to under 10%. The count of flip-flops with a built-in enable after synthesis came out at 2. The post-synthesis cell count from yosys came out at 5,361. The cell taking the most area after synthesis is sky130_fd_sc_hd__fa_1. Sorting the synthesis cell report by count puts at the top sky130_fd_sc_hd__inv_1. The sequential cell area in the final layout is 3010 sq um. The critical path buffer and inverter count is 7.

The placed cell count is approximately 6,900. The global-route wire length before repair came out at around 210,000 um. The overall track demand over capacity in global routing came out at 24.2%. The final standard cell count with taps included and fillers excluded is 6,879. The endpoint required time on the critical path is 26.63 ns. In this run the tightest slew margin relative to its limit is 39.1%. The die is 350 um wide. The number of filler cells placed in the layout came out at 11,700. The cell depth of the worst setup path is 38. The final antenna-violating net count came out at 0. The maximum net fanout on the critical path came out at 31. The effective utilization at floorplan is 40.4%. STA classifies the critical path endpoint as a flip-flop. The worst register-to-register path depth is 38. Broken down by cell family, the worst path's largest delay share belongs to adder cells. The mapped cell area is 48,500 sq um.
## registers in the layout (all words and copies together), names as in the netlist
signal	cells
awaddr_hold	6
ctrl_enable	1
ctrl_mode	3
ctrl_sw_reset	1
do_read	1
do_write	1
have_write	1
hold_I	16
hold_Q	16
latched_yI	16
latched_yQ	16
out_last	1
out_valid	1
prev_I	16
prev_Q	16
s_axi_bvalid	1
s_axi_rdata	5
s_axi_rvalid	1
## worst paths after layout
| path | startpoint | slack, ns | end |
|---|---|---|---|
| max in group clk1 | s_axi_wstrb[0] | 20.13 | ctrl_mode[1] |
| min in group asynchronous | rst_n | 4.95 | latched_yI[6] |
| worst min-delay path | have_write | 0.42 | do_write |
| worst max-delay path | in_data[31] | 8.51 | hold_Q[8] |
| min in group clk0 | latched_yQ[13] | 0.47 | prev_Q[13] |
| worst max register to register | prev_I[3] | 13.19 | hold_Q[8] |
| max in group asynchronous | rst_n | 20.37 | latched_yI[14] |
| worst min register to register | have_write | 0.42 | do_write |
## cells in the final DEF (no fill, tap or decap), drive strengths merged, types with 33 or more instances in the layout
| cell | n |
|---|---|
| xnor2 | 89 |
| buf | 111 |
| conb | 34 |
| nand2b | 43 |
| nor3 | 33 |
| a21oi | 109 |
| inv | 1284 |
| ha | 327 |
| dfrtp | 101 |
| fa | 1173 |
| o21ai | 139 |
| clkdlybuf4s50 | 81 |
| nand2 | 682 |
| and2 | 507 |
| nor2 | 144 |
## cells by family (layout without fill, tap and decap cells)
kind of cell | Yosys count | in the layout | synth area share, %
buffers and inverters | 1622 | 1494 | 12.9
and+or+nand+nor | 1538 | 1538 | 15.6
adders and majority gates | 1503 | 1503 | 56.9
AOI/OAI and AO/OA | 446 | 446 | 5.95
DFF | 119 | 119 | 6.20
xor gates and xnor gates | 117 | 117 | 2.14
muxes | 15 | 15 | 0.335
other | 1 | 35 | 0.00773
## final cells by class
type / count / share of cell area, %
Multi-Input combinational cell: 3653 / 76.9
Inverter: 1282 / 9.39
Sequential cell: 119 / 5.88
Tap cell: 1612 / 3.94
Timing Repair Buffer: 192 / 3.11
Clock buffer: 13 / 0.593
Clock inverter: 7 / 0.186
Antenna cell: 1 / 0.00488
## metal layers
| metal | GRT usage [%] | up-vias | wire [um] |
|---|---|---|---|
| met1 | 35.3 | 17400 | 54500 |
| met3 | 10.2 | 153 | 14200 |
| met2 | 35.5 | 1403 | 58600 |
| met4 | 4.84 | 2 | 3510 |
| met5 | 0 | - | 13 |
| li1 | - | 15500 | - |
## through the flow
| step | utilization [%] | instance area, sq um | setup WS [ns] | hold slack [ns] |
|---|---|---|---|---|
| 2_1_floorplan | - | 48600 | 10.68 | 0.401 |
| 3_3_place_gp | 42.3 | 50800 | 8.29 | 0.403 |
| 3_5_place_dp | 42.3 | 50800 | 8.32 | 0.415 |
| 4_1_cts | 42.6 | 51200 | 8.64 | 0.420 |
| 5_1_grt | 42.6 | 51200 | 7.64 | 0.422 |
| 6_report | 42.6 | 51200 | 8.51 | 0.423 |
