==> /design/flow/design.v <==
`timescale 1ns/1ps
module prbs_axi_stream #(
  parameter int AXIL_ADDR_WIDTH = 6,  
  parameter int AXIL_DATA_WIDTH = 32
)(
  input  wire                        clk,
  input  wire                        rst_n,
  input  wire [AXIL_ADDR_WIDTH-1:0]  s_axil_awaddr,
  input  wire                        s_axil_awvalid,
  output logic                       s_axil_awready,
  input  wire [AXIL_DATA_WIDTH-1:0]  s_axil_wdata,
  input  wire [AXIL_DATA_WIDTH/8-1:0]s_axil_wstrb,
  input  wire                        s_axil_wvalid,
  output logic                       s_axil_wready,
  output logic [1:0]                 s_axil_bresp,
  output logic                       s_axil_bvalid,
  input  wire                        s_axil_bready,
  input  wire [AXIL_ADDR_WIDTH-1:0]  s_axil_araddr,
  input  wire                        s_axil_arvalid,
  output logic                       s_axil_arready,
  output logic [AXIL_DATA_WIDTH-1:0] s_axil_rdata,
  output logic [1:0]                 s_axil_rresp,
  output logic                       s_axil_rvalid,
  input  wire                        s_axil_rready,
  output logic [7:0]                 m_axis_tdata,
  output logic                       m_axis_tvalid,
  input  wire                        m_axis_tready,
  output logic                       m_axis_tlast
);
  localparam CTRL_ADDR       = 6'h00;
  localparam STATUS_ADDR     = 6'h04;
  localparam SEED_ADDR       = 6'h08;
  localparam FRMLEN_ADDR     = 6'h0C;
  localparam BYTECOUNT_ADDR  = 6'h18;
  localparam BITCOUNT_ADDR   = 6'h1C;
  logic        ctrl_enable;
  logic [2:0]  ctrl_mode;            
  logic        sw_reset_pulse;       
  logic        clear_pulse;          
  logic [30:0] csr_seed;             
  logic [15:0] csr_frame_len_bytes;  
  logic st_running;       
  logic st_diag_ovun;     
  logic st_done;          
  logic [31:0] byte_count;           
  logic [31:0] bit_count;            
  logic aw_hs, w_hs, ar_hs;
  assign aw_hs = s_axil_awvalid & s_axil_awready;
  assign w_hs  = s_axil_wvalid  & s_axil_wready;
  assign ar_hs = s_axil_arvalid & s_axil_arready;
  always_ff @(posedge clk or negedge rst_n) begin
    if (!rst_n) s_axil_awready <= 1'b0;
    else        s_axil_awready <= (~s_axil_awready) & s_axil_awvalid & s_axil_wvalid;
  end
  always_ff @(posedge clk or negedge rst_n) begin
    if (!rst_n) s_axil_wready <= 1'b0;
    else        s_axil_wready <= (~s_axil_wready) & s_axil_awvalid & s_axil_wvalid;
  end
  always_ff @(posedge clk or negedge rst_n) begin
    if (!rst_n) begin
      s_axil_bvalid <= 1'b0; s_axil_bresp <= 2'b00;
    end else begin
      if (aw_hs & w_hs) begin
        s_axil_bvalid <= 1'b1; s_axil_bresp <= 2'b00;
      end else if (s_axil_bvalid & s_axil_bready) begin
        s_axil_bvalid <= 1'b0;
      end
    end
  end
  always_ff @(posedge clk or negedge rst_n) begin
    if (!rst_n) s_axil_arready <= 1'b0;
    else        s_axil_arready <= (~s_axil_arready) & s_axil_arvalid;
  end
  wire _lint_axil_unused_reads = &{1'b0, s_axil_wdata[31:16], s_axil_wstrb[3:2]};
  logic fire_evt_q, last_fire_evt_q;
  always_ff @(posedge clk or negedge rst_n) begin
    if (!rst_n) begin
      ctrl_enable          <= 1'b0;
      ctrl_mode            <= 3'd3;           
      sw_reset_pulse       <= 1'b0;
      clear_pulse          <= 1'b0;
      csr_seed             <= 31'd1;          
      csr_frame_len_bytes  <= 16'd0;          
      st_running           <= 1'b0;
      st_diag_ovun         <= 1'b0;
      st_done              <= 1'b0;
    end else begin
      sw_reset_pulse <= 1'b0;
      clear_pulse    <= 1'b0;
      if (aw_hs & w_hs) begin
        unique case (s_axil_awaddr[5:0])
          CTRL_ADDR: begin
            if (s_axil_wstrb[0]) begin
              ctrl_enable <= s_axil_wdata[0];
              if (s_axil_wdata[2]) sw_reset_pulse <= 1'b1;           
              ctrl_mode   <= s_axil_wdata[6:4];
              if (s_axil_wdata[15]) clear_pulse <= 1'b1;             
            end
          end
          SEED_ADDR: begin
            csr_seed <= s_axil_wdata[30:0];                           
          end
          FRMLEN_ADDR: begin
            if (s_axil_wstrb[1] | s_axil_wstrb[0]) csr_frame_len_bytes <= s_axil_wdata[15:0];
          end
          STATUS_ADDR: begin
            if (s_axil_wstrb[0]) begin
              if (s_axil_wdata[0]) st_running  <= 1'b0;
              if (s_axil_wdata[2]) st_diag_ovun<= 1'b0;
              if (s_axil_wdata[8]) st_done     <= 1'b0;
            end
          end
          default: ;
        endcase
      end
      if (sw_reset_pulse) begin
        st_running <= 1'b0;
        st_done    <= 1'b0;
      end else begin
        if (fire_evt_q)      st_running <= 1'b1;    
        if (last_fire_evt_q) st_done    <= 1'b1;    
      end
    end
  end
  always_ff @(posedge clk or negedge rst_n) begin
    if (!rst_n) begin
      s_axil_rvalid <= 1'b0; s_axil_rresp <= 2'b00; s_axil_rdata <= '0;
    end else begin
      if (ar_hs) begin
        s_axil_rvalid <= 1'b1; s_axil_rresp <= 2'b00;
        unique case (s_axil_araddr[5:0])
          CTRL_ADDR      : s_axil_rdata <= {16'd0, 8'd0, ctrl_mode, 1'b0 , ctrl_enable};
          STATUS_ADDR    : s_axil_rdata <= {23'd0, st_done, 7'd0, st_diag_ovun, 1'b0 , st_running};
          SEED_ADDR      : s_axil_rdata <= {1'b0, csr_seed};
          FRMLEN_ADDR    : s_axil_rdata <= {16'd0, csr_frame_len_bytes};
          BYTECOUNT_ADDR : s_axil_rdata <= byte_count;
          BITCOUNT_ADDR  : s_axil_rdata <= bit_count;
          default        : s_axil_rdata <= 32'hDEADBEEF;
        endcase
      end else if (s_axil_rvalid & s_axil_rready) begin
        s_axil_rvalid <= 1'b0;
      end
    end
  end
  logic [4:0] tap_a, tap_b;
  always_comb begin
    unique case (ctrl_mode)
      3'd0: begin tap_a=5;  tap_b=4;  end  
      3'd1: begin tap_a=13; tap_b=12; end  
      3'd2: begin tap_a=21; tap_b=16; end  
      default: begin tap_a=29; tap_b=26; end  
    endcase
  end
  logic [30:0] lfsr_q;
  wire         feedback_bit = lfsr_q[tap_a] ^ lfsr_q[tap_b];
  wire [30:0]  seed_fixed   = (csr_seed == 31'd0) ? 31'd1 : csr_seed;
  logic [2:0]  bit_cnt;
  logic [7:0]  byte_shift;
  logic [15:0] frame_cnt_q;
  wire         use_frames = (csr_frame_len_bytes != 16'd0);
  logic        vld_q;
  logic [7:0]  data_q;
  logic        last_q;    
  wire fire = vld_q & m_axis_tready;
  wire fire_evt      = fire;
  wire last_fire_evt = fire & use_frames & last_q;
  always_ff @(posedge clk or negedge rst_n) begin
    if (!rst_n) begin
      fire_evt_q      <= 1'b0;
      last_fire_evt_q <= 1'b0;
    end else begin
      fire_evt_q      <= fire_evt;
      last_fire_evt_q <= last_fire_evt;
    end
  end
  always_ff @(posedge clk or negedge rst_n) begin
    if (!rst_n) begin
      lfsr_q      <= 31'd1;
      bit_cnt     <= 3'd0;
      byte_shift  <= 8'd0;
      vld_q       <= 1'b0;
      data_q      <= 8'd0;
      last_q      <= 1'b0;
      frame_cnt_q <= 16'd0;           
    end else begin
      if (sw_reset_pulse) begin
        lfsr_q      <= seed_fixed;
        bit_cnt     <= 3'd0;
        byte_shift  <= 8'd0;
        vld_q       <= 1'b0;
        last_q      <= 1'b0;
        frame_cnt_q <= csr_frame_len_bytes;    
      end else if (ctrl_enable) begin
        if (!vld_q) begin
          byte_shift[bit_cnt] <= lfsr_q[0];
          lfsr_q              <= {lfsr_q[29:0], feedback_bit};
          bit_cnt             <= bit_cnt + 3'd1;
          if (bit_cnt == 3'd7) begin
            data_q <= {lfsr_q[0], byte_shift[6:0]};
            vld_q  <= 1'b1;
            if (use_frames) begin
              if (frame_cnt_q == 16'd0)
                last_q <= (csr_frame_len_bytes == 16'd1);
              else
                last_q <= (frame_cnt_q == 16'd1);
            end else begin
              last_q <= 1'b0;
            end
          end
        end
        if (fire) begin
          if (use_frames) begin
            if (last_q) begin
              frame_cnt_q <= csr_frame_len_bytes;
            end else begin
              if (frame_cnt_q == 16'd0)
                frame_cnt_q <= (csr_frame_len_bytes > 16'd0) ? (csr_frame_len_bytes - 16'd1) : 16'd0;
              else
                frame_cnt_q <= frame_cnt_q - 16'd1;
            end
          end
          vld_q <= 1'b0;   
        end
      end else begin
        vld_q <= 1'b0;
      end
    end
  end
  always_ff @(posedge clk or negedge rst_n) begin
    if (!rst_n) begin
      byte_count <= 32'd0;
      bit_count  <= 32'd0;
    end else if (sw_reset_pulse | clear_pulse) begin
      byte_count <= 32'd0;
      bit_count  <= 32'd0;
    end else if (fire_evt) begin
      byte_count <= byte_count + 32'd1;
      bit_count  <= bit_count  + 32'd8;
    end
  end
  assign m_axis_tdata  = data_q;
  assign m_axis_tvalid = vld_q;
  assign m_axis_tlast  = use_frames ? last_q : 1'b0;
endmodule
==> /design/flow/run.sh <==
#!/bin/bash
# OpenROAD 26Q1-2900-gdf79404cd8, Yosys 0.63+post, stock flow scripts
make -C /OpenROAD-flow-scripts/flow DESIGN_CONFIG=/design/flow/config.mk WORK_HOME=/design/flow/orfs finish
==> /design/flow/config.mk <==
export PLATFORM = sky130hd
export DESIGN_NAME = prbs_axi_stream
export DESIGN_NICKNAME = prbs_axi_stream
export VERILOG_FILES = /design/flow/design.v
export SDC_FILE = /design/flow/constraint.sdc
export NUM_CORES = 4
export LEC_CHECK = 1
export CORE_UTILIZATION = 50
export SYNTH_HDL_FRONTEND = slang
==> /design/flow/constraint.sdc <==
current_design prbs_axi_stream

set clk_period 3.7
set clk_io_pct 0.2

create_clock -name clk0 -period $clk_period [get_ports {clk}]

set non_clock_inputs [all_inputs -no_clocks]
set_input_delay [expr $clk_period * $clk_io_pct] -clock clk0 $non_clock_inputs
set_output_delay [expr $clk_period * $clk_io_pct] -clock clk0 [all_outputs]
==> impl_metrics.ini <==
; implementation run metrics
[die]
fp.dieH_um = 152
io_pins = 107
die_x_um = 152
die-area_um2 = 23100
core_area_um2 = 22000
rows = 54
initCoreUtil_pct = 51.2

[logic_synthesis]
yosysChipArea_um2 = 11200
synthCells = 1127
synthDistinctLibCells = 66
synth_seq_share_pct = 49.2
synth.area.top_cells = dfrtp_1 48%, mux2_2 7.8%, nor2_1 5.0%, mux2i_1 4.3%, nand2_1 3.8%
avgSynthCellArea_um2 = 9.98
ys.flops = 221
ys_cells = 1127
synth-async-reset-ratio_pct = 100
edf_count = 0
ff_type = dfrtp_1
yosysTopAreaCell = dfrtp_1
synth_area_um2 = 11200
ys_warn_count = 0
synth_top_area_share_pct = 48.3

[setup_path]
cp-start-kind = flop
rr_startpoint = csr_frame_len_bytes[12]$_DFFE_PN0P_
required_ns = 2.96
worstSetupEndpointType = primary output
path_class = reg2out
r2r_slack_ns = 1.09
worstPathMaxFanout = 7
r2r-end = frame_cnt_q[9]$_DFFE_PN0P_
critical-path-max-stage-delay_ns = 0.62
r2r.worst_path.cells = 7
cp_slowest_cell = nor4_1
cp-startpoint = csr_frame_len_bytes[12]$_DFFE_PN0P_
path_cells = nor4_1 > nand4_1 > and2_1 > clkdlybuf4s50_1
crit_end = m_axis_tlast
crit_arrival_ns = 2.61

[route]
drtIter0Drc = 496
ant_nets = 0
top_layer = met4
first_pass_iters = 27
finalWirelength_mm = 28.8
wl_met2_mm = 13.5
drc_errors = 0
met1_length_mm = 13.3
antenna_cells = 0
routedWlPerCell_um = 19.0
dr_wl_met3_mm = 1.58
via_per_inst = 5.69
vias = 8604

[pwr]
p_per_area_nw_per_um2 = 399
ir_worst_vdd_v = 0.000304
p_leak_nw = 5.92
total_power_mw = 5.33

[sta]
hold_viol = 0
finClkSkew_ns = 0.0104
fin_setup_tns_ns = 0
min_period_over_period_pct = 90.5
maxSlewViolCount = 0
max_freq_ghz = 0.299
finalSetupViolCount = 0
tightestPinTransition_ns = 0.938
finalCriticalPeriod_ns = 3.35
rsz0062_at_grt = false
relSlewSlack_pct = 36.9

[global_routing]
overflow = 0
grt_pass1_wl_mm = 46.9
grt_max_degree = 80
antenna_found_initial = 0
grt_usage_pct = 27.0
grt_pass1_vias = 8287

[cts]
clk_latency_ns = 0.52
cts.clk_slew.worst_paths_ns = 0.06
cts_max_path_buffers = 3
numCtsBuffers = 26
htree_levels = 1
root_buffer = clkbuf_16
cts_tree = done
cts_num_sinks = 221

[place]
dp_hpwl_mm = 20.4
portBuffers = 99
dp.cells = 1465
gp_congestion = 0.905

[layout]
lay_top_cells = 216 x dfrtp_1, 151 x nor2_1, 115 x nand2_1
final_cells = 1513
lay_top_count = dfrtp_1
drive_above_1_share_pct = 13.1
syn_to_final_growth_pct = 19.0

[hold_path]
hp-class = in2async

[outcome]
status = complete, no violations

[job]
warnings = 32
maxCapViolCount = 0
-- cell type report --
| type | count | area, um2 |
|---|---|---|
| Tap cell | 280 | 350 |
| Timing Repair Buffer | 120 | 1160 |
| Clock buffer | 42 | 812 |
| Clock inverter | 5 | 78.8 |
| Fill cell | 1862 | 8580 |
| Multi-Input combinational cell | 825 | 5370 |
| Sequential cell | 221 | 5540 |
| Inverter | 20 | 75.1 |
-- per-layer routing --
layer | vias to the layer above | GRT usage, %
met3 | 30 | 4.21
met1 | 4213 | 44.1
met5 | - | 0
li1 | 4159 | -
met4 | 0 | 4.08
met2 | 202 | 40.8
-- metrics by stage --
stage          hold WS, ns  setup slack [ns]  cell area (um2)  util [%]
2_1_floorplan        0.394              1.36            11300         -
3_3_place_gp         0.435             0.531            12500      56.8
3_5_place_dp         0.441             0.508            12500      56.8
4_1_cts              0.210            0.0951            13400      60.9
5_1_grt              0.223             0.223            13400      60.9
6_report             0.175             0.350            13400      60.9
-- how the worst min path moves through the flow --
stage         startpoint                         to  slack, ns  depth (start not counted)
global route       rst_n  s_axil_bvalid$_DFFE_PN0P_       0.22                          1
finish             rst_n  s_axil_bvalid$_DFFE_PN0P_       0.17                          1
CTS                rst_n  s_axil_bvalid$_DFFE_PN0P_       0.21                          1
-- power breakdown --
part,switching [mW],internal [mW]
logic,0.115,0.126
clock network,0.985,1.63
registers,0.0265,2.45
total,1.13,4.21
-- synthesized netlist by cell type (3+ instances only) --
| master | number |
|---|---|
| o21ai_0 | 64 |
| or4_1 | 3 |
| buf_1 | 7 |
| or3_1 | 9 |
| buf_2 | 9 |
| ha_1 | 10 |
| nand3_1 | 30 |
| o21ai_1 | 3 |
| o221ai_1 | 4 |
| inv_1 | 19 |
| a221oi_1 | 24 |
| dfrtp_1 | 217 |
| buf_4 | 7 |
| xnor2_1 | 30 |
| nand3b_1 | 4 |
| nor4_2 | 3 |
| a31oi_1 | 3 |
| or2_2 | 3 |
| nand2b_1 | 3 |
| clkbuf_1 | 39 |
| and2_1 | 10 |
| o211ai_1 | 6 |
| and4_1 | 9 |
| a211oi_1 | 5 |
| mux2_2 | 78 |
| and3_1 | 15 |
| mux2i_1 | 48 |
| nor4_1 | 16 |
| xor2_1 | 45 |
| nor3b_1 | 3 |
| nand2_1 | 115 |
| nand4_1 | 22 |
| a21oi_1 | 50 |
| o22ai_1 | 4 |
| dfstp_2 | 4 |
| nor3_1 | 16 |
| nor2_1 | 151 |
-- worst max-delay path, delay by kind of cell, from the launching register on --
kind          cells  cell delay (ns)
simple gates      3             1.22
flops             1             0.48
buf+inv           1             0.39
-- registers in the layout (all words and copies together), names as in the netlist, 3 cells and up --
name and flops:
lfsr_q 30, frame_cnt_q 16, bit_count 29, byte_count 32, csr_frame_len_bytes 16, m_axis_tdata 8, s_axil_rdata 32, csr_seed 31
bit_cnt 3, byte_shift 7, ctrl_mode 3
-- repair_timing --
| item | in CTS | in global routing |
|---|---|---|
| gates resized | 0 | 0 |
| buffers inserted | 0 | 1 |
| setup endpoints to repair | 0 | 1 |
| hold buffers | 0 | 0 |
-- kinds of logic (layout without fill, tap and decap cells) --
logic type / Yosys count / count (layout) / synth area share, %
compound gates: 183 / 183 / 10.1
other cells: 1 / 4 / 0.0333
fa+ha+maj: 10 / 10 / 1.11
flops: 221 / 221 / 49.2
buf+inv: 84 / 187 / 3.27
xor+xnor: 75 / 75 / 5.84
simple gates: 426 / 426 / 18.1
mux: 127 / 127 / 12.3
No activity file was given, so power comes from the tool's default toggle rates.
