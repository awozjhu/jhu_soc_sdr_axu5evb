<file path="./config.mk">
export PLATFORM = sky130hd
export DESIGN_NAME = diff_encoder
export DESIGN_NICKNAME = diff_encoder
export VERILOG_FILES = /design/flow/design.v
export SDC_FILE = /design/flow/constraint.sdc
export NUM_CORES = 4
export LEC_CHECK = 1
export CORE_UTILIZATION = 30
export SYNTH_HDL_FRONTEND = slang
</file>
<file path="./constraint.sdc">
current_design diff_encoder

set clk_period 29.0
set clk_io_pct 0.2

create_clock -name clk0 -period $clk_period [get_ports {clk_bb}]
create_clock -name clk1 -period $clk_period [get_ports {s_axi_aclk}]

set non_clock_inputs [all_inputs -no_clocks]
set_input_delay [expr $clk_period * $clk_io_pct] -clock clk0 $non_clock_inputs
set_output_delay [expr $clk_period * $clk_io_pct] -clock clk0 [all_outputs]
</file>
<file path="./design.v">
`timescale 1ns/1ps
module diff_encoder #(
  parameter logic signed [15:0] ONE_Q15 = 16'sd32767    
)(
  input  logic clk_bb,
  input  logic rst_n,
  input  logic        in_valid,
  output logic        in_ready,
  input  logic [31:0] in_data,      
  input  logic        in_last,
  output logic        out_valid,
  input  logic        out_ready,
  output logic [31:0] out_data,     
  output logic        out_last,
  input  logic        s_axi_aclk,
  input  logic        s_axi_aresetn,
  input  logic [7:0]  s_axi_awaddr,
  input  logic        s_axi_awvalid,
  output logic        s_axi_awready,
  input  logic [31:0] s_axi_wdata,
  input  logic [3:0]  s_axi_wstrb,
  input  logic        s_axi_wvalid,
  output logic        s_axi_wready,
  output logic [1:0]  s_axi_bresp,
  output logic        s_axi_bvalid,
  input  logic        s_axi_bready,
  input  logic [7:0]  s_axi_araddr,
  input  logic        s_axi_arvalid,
  output logic        s_axi_arready,
  output logic [31:0] s_axi_rdata,
  output logic [1:0]  s_axi_rresp,
  output logic        s_axi_rvalid,
  input  logic        s_axi_rready
);
  typedef logic signed [15:0] iq16_t;
  typedef logic signed [31:0] i32_t;
  typedef logic signed [32:0] i33_t;
  localparam i33_t ROUND_CONST = 33'sd16384;   
  logic        ctrl_enable;
  logic        ctrl_sw_reset;        
  logic [2:0]  ctrl_mode;            
  logic        st_running;           
  logic [7:0]  awaddr_hold;
  logic        have_write;
  logic        do_write;
  logic [7:0]  araddr_hold;
  logic        do_read;
  always_ff @(posedge s_axi_aclk or negedge s_axi_aresetn) begin
    if (!s_axi_aresetn) begin
      s_axi_awready   <= 1'b1;
      s_axi_wready    <= 1'b1;
      s_axi_bvalid    <= 1'b0;
      s_axi_bresp     <= 2'b00;
      awaddr_hold     <= 8'h00;
      have_write      <= 1'b0;
      s_axi_arready   <= 1'b1;
      s_axi_rvalid    <= 1'b0;
      s_axi_rresp     <= 2'b00;
      s_axi_rdata     <= 32'h0;
      araddr_hold     <= 8'h00;
      ctrl_enable     <= 1'b0;
      ctrl_sw_reset   <= 1'b0;
      ctrl_mode       <= 3'd1;    
      st_running      <= 1'b0;
    end else begin
      if (s_axi_awvalid) awaddr_hold <= s_axi_awaddr;
      have_write <= s_axi_awvalid & s_axi_wvalid & ~s_axi_bvalid;
      do_write   <= have_write;
      if (do_write) begin
        unique case (awaddr_hold[7:2])  
          6'h00: begin  
            if (s_axi_wstrb[0]) begin
              ctrl_enable   <= s_axi_wdata[0];
              ctrl_sw_reset <= s_axi_wdata[2];   
              ctrl_mode     <= s_axi_wdata[6:4];
            end
          end
          6'h01: begin  
            if (s_axi_wstrb[0]) begin
              if (s_axi_wdata[0]) st_running <= 1'b0;
            end
          end
          default: ;
        endcase
        s_axi_bvalid <= 1'b1;
        s_axi_bresp  <= 2'b00;
      end else if (s_axi_bvalid && s_axi_bready) begin
        s_axi_bvalid <= 1'b0;
      end
      do_read <= s_axi_arvalid & ~s_axi_rvalid;
      if (do_read) begin
        araddr_hold <= s_axi_araddr;
        unique case (s_axi_araddr[7:2])
          6'h00: s_axi_rdata <= {25'd0, ctrl_mode, 1'b0, ctrl_sw_reset, 1'b0, ctrl_enable};
          6'h01: s_axi_rdata <= {31'd0, st_running};
          default: s_axi_rdata <= 32'h0000_0000;
        endcase
        s_axi_rresp  <= 2'b00;
        s_axi_rvalid <= 1'b1;
      end else if (s_axi_rvalid && s_axi_rready) begin
        s_axi_rvalid <= 1'b0;
      end
      if (ctrl_sw_reset) ctrl_sw_reset <= 1'b0;  
    end
  end
  logic eff_dqpsk;
  always_comb begin
    eff_dqpsk = ctrl_mode[0];
  end
  iq16_t prev_I;
  iq16_t prev_Q;
  iq16_t in_I_raw;
  iq16_t in_Q_raw;
  iq16_t inc_I;      
  iq16_t inc_Q;
  assign in_I_raw = in_data[31:16];
  assign in_Q_raw = in_data[15:0];
  always_comb begin
    if (eff_dqpsk) begin
      inc_I = in_I_raw;
      inc_Q = in_Q_raw;
    end else begin
      inc_I = in_I_raw[15] ? -ONE_Q15 : ONE_Q15;
      inc_Q = 16'sd0;
    end
  end
  logic inc_is_p1, inc_is_m1, inc_is_pj, inc_is_mj;
  always_comb begin
    inc_is_p1 = (inc_I ==  ONE_Q15) && (inc_Q == 16'sd0);
    inc_is_m1 = (inc_I == -ONE_Q15) && (inc_Q == 16'sd0);
    inc_is_pj = (inc_I == 16'sd0)    && (inc_Q ==  ONE_Q15);
    inc_is_mj = (inc_I == 16'sd0)    && (inc_Q == -ONE_Q15);
  end
  i32_t p_re_re;
  i32_t p_im_im;
  i32_t p_re_im;
  i32_t p_im_re;
  i33_t acc_re;
  i33_t acc_im;
  i33_t acc_re_rnd;
  i33_t acc_im_rnd;
  logic signed [16:0] out_re_17;
  logic signed [16:0] out_im_17;
  iq16_t calc_out_I_generic;
  iq16_t calc_out_Q_generic;
  always_comb begin
    p_re_re = $signed(prev_I) * $signed(inc_I);
    p_im_im = $signed(prev_Q) * $signed(inc_Q);
    p_re_im = $signed(prev_I) * $signed(inc_Q);
    p_im_re = $signed(prev_Q) * $signed(inc_I);
    acc_re = $signed(p_re_re) - $signed(p_im_im);   
    acc_im = $signed(p_re_im) + $signed(p_im_re);
    acc_re_rnd = acc_re + (acc_re[32] ? -ROUND_CONST : ROUND_CONST);
    acc_im_rnd = acc_im + (acc_im[32] ? -ROUND_CONST : ROUND_CONST);
    out_re_17 = acc_re_rnd >>> 15;   
    out_im_17 = acc_im_rnd >>> 15;
    if (out_re_17 > 17'sd32767) calc_out_I_generic = 16'sd32767;
    else if (out_re_17 < -17'sd32768) calc_out_I_generic = -16'sd32768;
    else calc_out_I_generic = out_re_17[15:0];
    if (out_im_17 > 17'sd32767) calc_out_Q_generic = 16'sd32767;
    else if (out_im_17 < -17'sd32768) calc_out_Q_generic = -16'sd32768;
    else calc_out_Q_generic = out_im_17[15:0];
  end
  iq16_t calc_out_I_fast;
  iq16_t calc_out_Q_fast;
  logic  use_fast;
  always_comb begin
    use_fast = (inc_is_p1 | inc_is_m1 | inc_is_pj | inc_is_mj);
    calc_out_I_fast = prev_I;
    calc_out_Q_fast = prev_Q;
    if (inc_is_p1) begin
      calc_out_I_fast = prev_I;
      calc_out_Q_fast = prev_Q;
    end else if (inc_is_m1) begin
      calc_out_I_fast = -prev_I;
      calc_out_Q_fast = -prev_Q;
    end else if (inc_is_pj) begin
      calc_out_I_fast = -prev_Q;
      calc_out_Q_fast =  prev_I;
    end else if (inc_is_mj) begin
      calc_out_I_fast =  prev_Q;
      calc_out_Q_fast = -prev_I;
    end
  end
  iq16_t hold_I;
  iq16_t hold_Q;
  logic  hold_last;
  logic  hold_valid;
  assign in_ready  = ctrl_enable & (~hold_valid);
  assign out_valid = hold_valid;
  assign out_data  = {hold_I, hold_Q};
  assign out_last  = hold_last;
  always_ff @(posedge clk_bb or negedge rst_n) begin
    if (!rst_n) begin
      prev_I      <= ONE_Q15;   
      prev_Q      <= 16'sd0;
      hold_I      <= '0;
      hold_Q      <= '0;
      hold_last   <= 1'b0;
      hold_valid  <= 1'b0;
      st_running  <= 1'b0;
    end else begin
      if (ctrl_sw_reset) begin
        prev_I     <= ONE_Q15;
        prev_Q     <= 16'sd0;
        hold_valid <= 1'b0;
      end
      if (in_valid && in_ready) begin
        if (use_fast) begin
          hold_I <= calc_out_I_fast;
          hold_Q <= calc_out_Q_fast;
        end else begin
          hold_I <= calc_out_I_generic;
          hold_Q <= calc_out_Q_generic;
        end
        hold_last  <= in_last;
        hold_valid <= 1'b1;
      end
      if (hold_valid && out_ready) begin
        hold_valid <= 1'b0;
        prev_I     <= hold_I;
        prev_Q     <= hold_Q;
        st_running <= 1'b1;
      end
    end
  end
  // synopsys translate_off
  initial begin
    assert(ONE_Q15 == 16'sd32767) else $error("ONE_Q15 must be 32767 (Q1.15 +1.0)");
  end
  // synopsys translate_on
endmodule
</file>
<file path="./run.sh">
#!/bin/bash
# OpenROAD 26Q1-2900-gdf79404cd8, Yosys 0.63+post, stock flow scripts
make -C /OpenROAD-flow-scripts/flow DESIGN_CONFIG=/design/flow/config.mk WORK_HOME=/design/flow/orfs finish
</file>
==> results.toml <==
# synthesis and place-and-route metrics
[floorplan]
core_area_um2 = 158900
fp_util = 0.3035
die_x_um = 403.0
die_h_um = 403.0
num_rows = 146
ios = 172
dieArea_um2 = 162400

[worst_setup_path]
worst-path-max-fanout = 34
crit_path_frequent_cell = "fa_1"
crit_required_ns = 29.25
crit_slowest_cell = "fa_1"
critPathKind = "in2reg"
r2r_end = "hold_I[4]"
endpoint_kind = "register"
reg2reg_from = "ctrl_mode[0]"
cp-start-kind = "input pin"
r2r_setup_slack_ns = 15.31
arrival_ns = 18.44
slowest_delay_ns = 0.69
reg2reg_depth = 42

[clock_tree]
tritoncts = "built"
cts_setup_buffers = 0
postCtsHoldBufs = 0
cts.clk_slew.worst_paths_ns = 0.06
clock-sinks = 87
cts.repair.resized = 0

[routing]
post_drt_wl_per_cell_um = 17.54
final_antenna_net_count = 0
drc = 0
via_per_inst = 4.738
drt_iter0_markers = 1955
firstDrtPassIters = 7
num_vias = 35100
finalWirelength_mm = 130.0

[final_layout]
drive_gt1_frac = 0.04165
final_cells = 7408
fin_area_um2 = 51690
area_growth_pct = 7.173
n_fill_cell = 16230

[global_routing]
grt_pass1_vias = 36550
gr-total-overflow = 0
grt_max_degree = 77
grt_usage = 0.1752
grt_pass1_wl_mm = 210.3
antenna_found_initial = 5

[min_path]
holdPathEnd = "do_write"
hold_path.class = "reg2reg"
hold_start = "have_write"
holdPathStages = 0

[final_timing]
rsz0062_at_grt = "false"
worst_hold_slack_ns = 0.4163
tightest_slew_ns = 0.9997
hold_viol = 0
fin_skew_ns = 0.005046
max_slew_margin = 0.3304
setup-violations-final = 0
finalMaxSlewViolations = 0
tns_ns = 0

[placement]
place_inst = 7383
hpwlAfterDp_mm = 103.6
placed_area_um2 = 51330
routabilityCongestion = 0.9158
io_buffer_count = 102

[logic_synthesis]
edf_count = 2
ys_seq_frac = 0.04576
synth_chip_area_um2 = 48230
yosysUniqueCellTypes = 94
ys_cells = 5412
ff_type = "dfrtp_1"
postSynthCellCount = 5412
syn-cell-area_um2 = 48230
syn_area_per_cell_um2 = 8.912
ys_ff = 87
async_flop_share = 0.9770
yosys_warnings = 5

[status]
outcome = "finished clean"

[run]
log.warning_count = 62
maxCapViolations = 0
-- placed cells by master, fill, tap and decap left out, drive strengths merged, types with 20 or more instances in the layout --
cell type	count
inv	1355
fa	1173
nand2	652
ha	327
and2	292
and3	190
nor2	133
o21ai	127
a21oi	118
buf	108
clkdlybuf4s50	101
xnor2	83
dfrtp	69
nor3	56
nand3	52
a21o	41
nand2b	41
conb	34
o31ai	27
or3	24
nand4	23
o211ai	21
xor2	20
or2	20
-- cells in the mapped netlist (7+ instances only) --
cell type     n  share of area
a211oi_1     10         0.0016
a21o_1       41         0.0064
a21oi_1     116          0.012
a221o_1       8         0.0017
a22oi_1       7         0.0011
a31oi_1      14         0.0018
and2_1      291          0.038
and3_1      189          0.025
buf_1         9        0.00070
buf_2        19         0.0020
buf_4        35         0.0054
clkbuf_1    280          0.022
dfrtp_1      69          0.036
dfstp_2      16         0.0087
fa_1       1173           0.49
ha_1        327          0.085
inv_1      1354           0.11
mux2_2       14         0.0033
nand2_1     649          0.051
nand2b_1     41         0.0053
nand3_1      51         0.0053
nand4_1      22         0.0029
nor2_1      132          0.010
nor2b_1       7        0.00091
nor3_1       55         0.0057
nor4_1       12         0.0016
o211ai_1     20         0.0031
o21a_1       17         0.0026
o21ai_0     121          0.013
o21bai_1      7         0.0011
o22ai_1      13         0.0017
o31ai_1      26         0.0040
or2_2        20         0.0026
or3_1        21         0.0027
xnor2_1      81          0.015
xor2_1       20         0.0036
-- metrics by stage --
stage                     utilization  worst slack [ns]
after CTS                      0.3252             10.79
after detailed placement       0.3230             10.52
after global routing           0.3252             9.804
after global placement         0.3230             10.61
final                          0.3253             10.81
after floorplan                     -             12.62
-- sequential cells by signal, indices dropped and copies added, names as in the netlist --
register	flops
prev_I	16
awaddr_hold	6
s_axi_bvalid	1
prev_Q	16
hold_Q	16
do_write	1
ctrl_enable	1
ctrl_mode	3
s_axi_rvalid	1
out_last	1
do_read	1
hold_I	16
ctrl_sw_reset	1
out_valid	1
have_write	1
s_axi_rdata	5
-- critical path: cells and delay by family --
kind                     cells  cell delay, ns
adder cells (fa/ha/maj)     10            5.22
AND-OR/OR-AND               11            3.07
buffers and inverters        9            1.86
AND/OR/NAND/NOR              8            2.35
-- kinds of logic after synthesis --
kind of cell / after synthesis / share of synthesized area
AND-OR/OR-AND: 480 / 0.06659
flip-flops: 87 / 0.04576
multiplexers: 19 / 0.004306
XOR/XNOR: 103 / 0.01925
AND/OR/NAND/NOR: 1524 / 0.1570
adder cells (fa/ha/maj): 1500 / 0.5717
buffers and inverters: 1698 / 0.1354
other: 1 / 0.00007775
-- worst max-delay path by stage --
stage	startpoint	depth (start not counted)	endpoint	slack [ns]
6_report	in_data[31]	38	hold_Q[3]	10.81
5_1_grt	in_data[31]	38	hold_Q[5]	9.80
4_1_cts	in_data[31]	38	hold_Q[5]	10.79
-- area by class of cell --
| cell class | count | area [um2] | area share |
|---|---|---|---|
| antenna | 6 | 15.01 | 0.0002905 |
| clock buffer | 16 | 325.3 | 0.006293 |
| clock inverter | 3 | 17.52 | 0.0003389 |
| inverter | 1355 | 5086 | 0.09839 |
| multi-input combinational | 3660 | 39630 | 0.7666 |
| sequential | 87 | 2211 | 0.04277 |
| tap | 2072 | 2592 | 0.05015 |
| timing repair buffer | 209 | 1819 | 0.03519 |
-- routing by layer --
layer | GRT usage | vias to the layer above | part of all wire
met5 | 0.0005947 | - | 0.00041
met4 | 0.02375 | 8 | 0.015
met3 | 0.07656 | 113 | 0.11
met2 | 0.2559 | 1300 | 0.45
met1 | 0.2541 | 17770 | 0.42
li1 | - | 15910 | -
